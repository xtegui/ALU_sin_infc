[design/flow/run.sh]
#!/bin/bash
# OpenROAD 26Q1-2900-gdf79404cd8, Yosys 0.63+post, stock flow scripts
make -C /OpenROAD-flow-scripts/flow DESIGN_CONFIG=/design/flow/config.mk WORK_HOME=/design/flow/orfs finish
[design/flow/config.mk]
export PLATFORM = sky130hd
export DESIGN_NAME = ALU_votegui
export DESIGN_NICKNAME = ALU_votegui
export VERILOG_FILES = /design/flow/design.v
export SDC_FILE = /design/flow/constraint.sdc
export NUM_CORES = 4
export LEC_CHECK = 1
export CORE_AREA = 10 10 70 70
export DIE_AREA = 0 0 80 80
[design/flow/constraint.sdc]
current_design ALU_votegui

set clk_period 1.9
set clk_io_pct 0.2

create_clock -name clk0 -period $clk_period [get_ports {i_clock}]

set non_clock_inputs [all_inputs -no_clocks]
set_input_delay [expr $clk_period * $clk_io_pct] -clock clk0 $non_clock_inputs
set_output_delay [expr $clk_period * $clk_io_pct] -clock clk0 [all_outputs]
[design/flow/design.v]
module ALU_votegui
#(
        parameter N_BITS = 32
)
(
output  [(N_BITS-1):0]        o_data,
output                          o_clock,
output                          o_valid,
input   [1:0]                   i_operation,
input   [1:0]                   i_sel_clock,
input                           i_enable,
input                           i_clock,
input   [N_BITS-1:0]            i_data_a,
input   [N_BITS-1:0]            i_data_b,
input                           i_valid,
input                           i_reset
);
reg     [N_BITS-1:0]            data_a;
reg     [N_BITS-1:0]            data_b;
(* KEEP = "TRUE" *) reg [N_BITS-1:0] data_out;
reg                             q_div_2;
reg                             q_div_4;
reg                             q_div_8;
reg     [1:0]                   count;
reg                             o_valid_reg;
wire    [(N_BITS-1):0]        	result;
wire            		clock_in_net;
wire                            q_next;
wire                            q_next_2;
wire                            q_next_3;
wire                            output_mux;
wire                            o_clock_w;
wire    [N_BITS-1:0]            data_a_wire;
wire    [N_BITS-1:0]            data_b_wire;
wire    [N_BITS:0]              sum_w;
wire    [N_BITS-1:0]            xor_w;
wire    [N_BITS-1:0]            or_w;
wire    [N_BITS-1:0]            and_w;
wire    [N_BITS-1:0]           	result_1;
wire    [N_BITS-1:0]		result_2;
wire    [(N_BITS-1):0]          o_data_net;
wire [N_BITS-1:0] xor_result, sum_result, and_result, or_result;
assign clock_in_net=i_clock;
assign data_a_wire = data_in_a;
assign data_b_wire = data_in_b;
always @ (posedge i_clock, posedge i_reset)
	begin
	if (i_reset)
	q_div_2<=1'b0;
	else
	q_div_2<=~q_div_2;
	end
assign q_next=q_div_2;
always @ (posedge q_next, posedge i_reset)
	begin
	if (i_reset)
		q_div_4<=1'b0;
	else
		q_div_4<=~q_div_4;
	end
assign q_next_2=q_div_4;
always @ (posedge q_next_2, posedge i_reset)
	begin
	if (i_reset)
		q_div_8<=1'b0;
	else
		q_div_8<=~q_div_8;
	end
assign q_next_3=q_div_8;
clock_mux u_clock_mux (
	.sel(i_sel_clock),  
	.clk0(i_clock),  
	.clk1(q_next),  
	.clk2(q_next_2),  
	.clk3(q_next_3),  
	.clk_out(o_clock_w)  
);
 xor_op #(.N_BITS(N_BITS)) u_xor (
        .a(data_a_wire),
        .b(data_b_wire),
        .result(xor_result)
    );
sum_op #(.N_BITS(N_BITS)) u_sum (
        .a(data_a_wire),
        .b(data_b_wire),
        .result(sum_result)
    );
 and_op #(.N_BITS(N_BITS)) u_and (
        .a(data_a_wire),
        .b(data_b_wire),
        .result(and_result)
	);
or_op #(.N_BITS(N_BITS)) u_or (
        .a(data_a_wire),
        .b(data_b_wire),
        .result(or_result)
    );
op_mux #(.N_BITS(N_BITS)) u_mux (
        .sel(i_operation),
        .xor_res(xor_result),
        .sum_res(sum_result),
        .and_res(and_result),
        .or_res(or_result),
        .result(result)
    );
always @ (posedge o_clock_w or posedge i_reset)
    begin: u_infc_out
    if (i_reset)
        data_out <= {N_BITS{1'b0}};
    else
        data_out <= result;
       end
assign o_data = data_out ; 
always @ (posedge o_clock_w or posedge i_reset)
    begin: u_infc_in_a
    if (i_reset)
        data_in_a <= {N_BITS{1'b0}};
    else
        data_in_a <= i_data_a;
       end
always @ (posedge o_clock_w or posedge i_reset)
    begin: u_infc_in_b
    if (i_reset)
        data_in_b <= {N_BITS{1'b0}};
    else
        data_in_b <= i_data_b;
       end
always @ (posedge o_clock_w)
	begin : u_valid
	o_valid_reg<=i_valid;
	end
assign o_valid = o_valid_reg;
assign o_clock = i_enable ? o_clock_w : 1'b0;
endmodule
module and_op #(
    parameter N_BITS = 32
) (
    input wire [N_BITS-1:0] a, b,
    output wire [N_BITS-1:0] result
);
    assign result = a & b;
endmodule
module clock_mux (
    input wire [1:0] sel,         
    input wire clk0,              
    input wire clk1,              
    input wire clk2,              
    input wire clk3,              
    output reg clk_out            
);
    always @(*) begin
        case (sel)
            2'b00: clk_out = clk0;   
            2'b01: clk_out = clk1;   
            2'b10: clk_out = clk2;   
            2'b11: clk_out = clk3;   
            default: clk_out = clk0;  
        endcase
    end
endmodule
module op_mux #(
    parameter N_BITS = 32
) (
    input wire [1:0] sel,                      						  
    input wire [N_BITS-1:0] xor_res, sum_res, and_res, or_res,  	 
    output reg [N_BITS-1:0] result              					 
);
    always @(*) begin
        case (sel)
            2'b00: result = xor_res;    
            2'b01: result = sum_res;    
            2'b10: result = and_res;    
            2'b11: result = or_res;     
            default: result = {N_BITS{1'b0}};   
        endcase
    end
endmodule
module or_op #(
    parameter N_BITS = 32
) (
    input wire [N_BITS-1:0] a, b,
    output wire [N_BITS-1:0] result
);
    assign result = a | b;
endmodule
module sum_op #(
    parameter N_BITS = 32
) (
    input wire [N_BITS-1:0] a, b,
    output wire [N_BITS-1:0] result
);
    assign result = a + b;
endmodule
module xor_op #(
    parameter N_BITS = 32
) (
    input wire [N_BITS-1:0] a, b,
    output wire [N_BITS-1:0] result
);
    assign result = a ^ b;
endmodule
==> reports/results.ini <==
[setup_path]
data_arrival_critical_path_ps=1960
worst_path_buffer_plus_inverter_count=2
worst_r2r_endpoint=data_out[0]
reg2reg_setup_slack_ps=710
type_of_element_launching_the_critical_path=register
critical_path.reg2reg.startpoint=data_in_a
path_class=reg -> out
most_numerous_cell_on_the_critical_path=sky130_fd_sc_hd__buf_6
worstSetupEndpoint=o_clock
worstRegToRegCells=3
crit_path_end_kind=output pin
cp_data_required_time_ps=1520
cp_slowest_cell=sky130_fd_sc_hd__mux4_2
top_fanout_value_on_the_critical_path=2
timing.critical_path.max_delay_family=multiplexers
cp.depth=4
crit_start=q_div_2
critPathMaxStageDelay_ps=490
worstPathCellList=mux4_2 -> buf_6 -> and2_4 -> buf_6

[die]
floorplan.rows=21
die-height_um=80
num_io_pins=106
chipArea_sq_um=6400
floorplanUtilization_pct=15.6
floorplan.die.width_um=80
fp.coreArea_sq_um=3420

[yosys]
post-synth-top-area-cell=sky130_fd_sc_hd__buf_4
syn-instance-count=54
edf_count=0
simple_gate_area_share_pct=5.85
post_synth_fa_ha_maj_area_fraction_pct=4.68
post_synth.cell_area_avg_sq_um=9.89
yosys.cell_count.top_type=sky130_fd_sc_hd__buf_4
synthTopCellsByCount=30 x sky130_fd_sc_hd__buf_4, 7 x sky130_fd_sc_hd__dfrtp_1, 6 x sky130_fd_sc_hd__inv_1, 2 x sky130_fd_sc_hd__ha_1
area_of_the_synthesized_netlist_per_yosys_stat_sq_um=534
post_synth_main_logic_family=buffers and inverters
synthesis.yosys.warnings=9
synth_sequential_area_ratio_pct=36.5
yosys_most_used_dff=sky130_fd_sc_hd__dfrtp_1
xor_share_synth_pct=0
synth.area.mux_share_pct=4.22
synthDistinctLibCells=13
post_synthesis_instance_area_sq_um=534
yosysTopAreaCellShare_pct=42.2
ys_cells=54
synth_async_sr_flop_share_pct=87.5
synthTopCellsByArea=sky130_fd_sc_hd__buf_4 42%, sky130_fd_sc_hd__dfrtp_1 33%, sky130_fd_sc_hd__ha_1 4.7%
synth-seq-cells=8
synthAoiAreaFrac_pct=1.64

[grt]
grt_antenna_before_repair=0
largest_net_degree_at_the_start_of_global_routing=8
first_global_vias=453
globalRouteTotalUtil_pct=3.82
gr_ovfl_total=0
grt_pass1_wl_um=1910

[layout]
largest_register_ffs=2
fillCellCount=382
post_layout_nonfiller_instances=129
layout.cell_area.non_filler_sq_um=744
largest-register=data_out
share_of_post_route_cells_with_drive_strength_above_1_pct=25.3
area_growth_pct=39.3

[routing]
drt-total-wl_um=1260
drt_pass1_iterations=1
route.detailed.drc=0
vias=345
route.detailed.wl_per_inst_um=9.75
num_antenna_cells=0
drt-vias-per-instance=2.67
initialDrtViolationCount=0
ant_nets=0

[hold_path]
hold_path_depth=1
hold_class=in -> reg
hold_path_startpoint=i_data_a[0]

[clock_tree]
worst_skew_pair.late_latency_ps=730
tritoncts=built
cts.clk_slew.worst_paths_ps=40

[timing]
post-route-worst-setup-slack_ps=-440
rsz0062_at_grt=yes
timing.final.max_slew_violations=0
finalCritPeriodShare_pct=123
whs_ps=91.1
period_needed_ps=2340
unclocked_pins=2
clock.fmax_ghz=0.427
worst_clock_skew_ps=2.25
finalHoldViolations=0
setup-violations-final=1
unconstrained_endpoints=2

[placed_design]
gp_routability_congestion=0.678
place.detailed.hpwl_um=947
io_buffer_count=13
placed_cells=112
place_worst_setup_slack_ps=-435
standard_cell_area_after_detailed_placement_sq_um=606

[job]
log.warning_count=93
number_of_max_capacitance_violations_reported=0

[power_and_ir_drop]
peakVddDrop_mv=0.484
power_density_nw_per_um2=545
power_leakage_nw=0.416

[outcome]
violations=negative setup slack
status=finished, violations left

## metrics by stage
step	utilization (%)	power (mW)	setup TNS [ps]
after floorplan	-	0.130	-40.1
after global placement	17.7	0.128	-435
after detailed placement	17.7	0.128	-435
after CTS	21.1	0.412	-479
after global routing	21.8	0.446	-511
final	21.8	0.406	-440
## layer usage
layer	GRT usage (%)	up-vias	wire length, um	part of all wire [%]
li1	-	159	-	-
met1	4.41	152	566	45
met2	4.57	30	519	41
met3	3.41	4	149	12
met4	2.11	0	22	1.7
met5	0	-	0	0
## power breakdown
group,total [mW],switching (mW),internal (mW)
clock network,0.305,0.0618,0.243
registers,0.0585,0.00187,0.0566
logic,0.0428,0.0155,0.0273
total,0.406,0.0792,0.327
## worst register-to-register path, stage by stage (launching register included)
cell                      delay [ps]
sky130_fd_sc_hd__dfrtp_1         370
sky130_fd_sc_hd__ha_1            200
sky130_fd_sc_hd__or2_2           270
sky130_fd_sc_hd__a31o_2          230
## cell usage in the layout (no fill, tap or decap)
cell type,n
sky130_fd_sc_hd__a31o_2,1
sky130_fd_sc_hd__and2_4,1
sky130_fd_sc_hd__and3b_1,1
sky130_fd_sc_hd__buf_4,2
sky130_fd_sc_hd__buf_6,2
sky130_fd_sc_hd__clkbuf_1,1
sky130_fd_sc_hd__clkbuf_4,12
sky130_fd_sc_hd__clkdlybuf4s50_1,9
sky130_fd_sc_hd__conb_1,30
sky130_fd_sc_hd__dfrtp_1,7
sky130_fd_sc_hd__dfxtp_2,1
sky130_fd_sc_hd__dlygate4sd2_1,1
sky130_fd_sc_hd__dlygate4sd3_1,1
sky130_fd_sc_hd__dlymetal6s2s_1,2
sky130_fd_sc_hd__ha_1,2
sky130_fd_sc_hd__inv_1,6
sky130_fd_sc_hd__mux4_2,1
sky130_fd_sc_hd__nand2_1,1
sky130_fd_sc_hd__nor2b_1,1
sky130_fd_sc_hd__or2_2,1
## repair_timing
action                                  4_1_cts  5_1_grt
buffers inserted                              1        1
hold buffers                                  1        0
gates resized                                 5        6
endpoints found under the hold margin         5        0
endpoints found under the setup margin        4        3
pin swaps                                     0        0
## cell families (layout without fill, tap and decap cells)
| family | count (synthesis) | after routing |
|---|---|---|
| flops | 8 | 8 |
| other cells | 1 | 30 |
| fa+ha+maj | 2 | 2 |
| compound gates | 1 | 1 |
| mux | 1 | 1 |
| buf+inv | 36 | 36 |
| simple gates | 5 | 5 |
## worst min path at each step
stage,slack [ps],end
global route,70,data_in_a
finish,90,data_in_a
CTS,90,data_in_a
## area by class of cell
| type | count | area, sq um | share of cell area, % |
|---|---|---|---|
| Multi-Input combinational cell | 39 | 203 | 27.2 |
| Timing Repair Buffer | 15 | 149 | 20.0 |
| Clock buffer | 15 | 116 | 15.6 |
| Sequential cell | 8 | 196 | 26.4 |
| Inverter | 6 | 22.5 | 3.03 |
| Tap cell | 46 | 57.6 | 7.73 |
Power and IR drop assume default switching activity.
